### flow/run.sh
#!/bin/bash
# OpenROAD 26Q1-2900-gdf79404cd8, Yosys 0.63+post, stock flow scripts
make -C /OpenROAD-flow-scripts/flow DESIGN_CONFIG=/design/flow/config.mk WORK_HOME=/design/flow/orfs finish
### flow/config.mk
export PLATFORM = sky130hd
export DESIGN_NAME = Datapath
export DESIGN_NICKNAME = Datapath
export VERILOG_FILES = /design/flow/design.v
export SDC_FILE = /design/flow/constraint.sdc
export NUM_CORES = 4
export LEC_CHECK = 1
export CORE_UTILIZATION = 30
### flow/constraint.sdc
current_design Datapath

set clk_period 5.2
set clk_io_pct 0.2

create_clock -name clk0 -period $clk_period [get_ports {clock}]

set non_clock_inputs [all_inputs -no_clocks]
set_input_delay [expr $clk_period * $clk_io_pct] -clock clk0 $non_clock_inputs
set_output_delay [expr $clk_period * $clk_io_pct] -clock clk0 [all_outputs]
### flow/design.v
`timescale 1ns / 1ps
module ALU (
    input [31:0] in1,in2, 
    input[3:0] alu_control_signal,  
    output reg [31:0] alu_result,
    output reg zero_flag
);
    always @(*)
    begin
        case(alu_control_signal)
        4'b0000: alu_result = in1&in2;
        4'b0001: alu_result = in1|in2;
        4'b0010: alu_result = in1+in2;
        4'b0100: alu_result = in1-in2;
        4'b0011: alu_result = in1<<in2;
        4'b0101: alu_result = in1>>in2;
        4'b0110: alu_result = in1*in2;
        4'b0111: alu_result = in1^in2;
        endcase
        if (alu_result == 0)
            zero_flag = 1'b1;
        else
            zero_flag = 1'b0;
    end
endmodule
`timescale 1ns / 1ps
module Datapath(
    input [4:0]rs1,
    input [4:0]rs2,
    input [4:0]rd,
    input [3:0]alu_control,
    input regwrite,
    input clock,
    input reset,
    output zero_flag
);
    wire [31:0]read_data1;
    wire [31:0]read_data2;
    wire [31:0]write_data;
    Reg_File reg_file_module(
    rs1,
    rs2,
    rd,
    regwrite_control_signal,
    clock,
    reset,
    write_data,
    read_data1,
    read_data2
    );
    ALU alu_module(read_data1, read_data2, alu_control, write_data, zero_flag);
endmodule
`timescale 1ns / 1ps
module Reg_File(
  input wire [4:0] rs1, rs2,  
  input wire [4:0] rd,  
  input wire regWrite,  
  input wire clk,
  input wire reset,
  input wire [31:0] writeData,
  output wire [31:0] readData1,
  output wire [31:0] readData2
);
  reg [31:0] registers [31:0];
  always @(posedge clk or posedge reset) begin
    if (reset) begin
      for(integer i = 0; i<32; i=i+1) registers[i] <= 32'h0+i;
      end
    else if (regWrite)
      registers[rd] <= writeData;
  end
  assign readData1 = (rs1 == 0) ? 32'h0 : registers[rs1];
  assign readData2 = (rs2 == 0) ? 32'h0 : registers[rs2];
endmodule
==> results.txt <==
impl run done, here's what came out: status=finished with violations, failing checks=negative setup slack, hpwl dp=4.10 mm, Setup WS pre-CTS=-1520 ps, Setup CP Type=primary input to output pin, Area leader share=31.2%, most frequent logic cell in the layout=buf_4, f_max=168 MHz, Layout Area Growth over Synthesis=33.9%, row count=28, fin area=2470 µm², Floorplan Utilization=a little under a third, syn avg cell area=a little under 8 µm², peak supply drop=slightly above 0.04 mV, leading area contributor after synthesis=ha_1, GRT Overall Usage=~16%, Die ar.=approximately 6500 µm², layout cells sized above 1=28.3%, Static Leakage=1.18 nW, Period Utilization, post-route=114%, # DRC=0, Final Max Slew Viols=0, Register Area=0 µm², synthesized area=~1800 µm², routed vias/inst=between 5 and 6, Yosys Chip Area=between 1500 and 2000 µm², Area after DPL=2420 µm², IO Port Bufs=15, Setup WS post-layout=-735 ps, routed wire length=about 4.9 mm, WL per Instance=between 10 and 15 µm, register share after synthesis=0%, Hold Vio Cnt, Final=0, MI comb area=1790 µm², clock buffers=0, Final Power=roughly 0.29 mW, Hold Path Class=primary input to output pin, io pins=23, die height=roughly 80 µm, Worst-Margin Slew=590 ps, first-pass GRT wire length=8.01 mm, CP max stage cell=fa_1, critical-path cell list=buf_8, ha_4, fa_1, fa_1, fa_1, ha_4, ha_4, a2111oi_4, nor3_2, or3_1, a221o_1, o31a_1, a211oi_2, buf_2, WP data required=~4200 ps, dpl cells=roughly 360, final core occ=about two fifths, Crit path max-delay family=adder cells, max_slew headroom=between 60% and 70%, vias in the first global route=about 1,700, Synth warnings=5, power per cell area=118 nW/µm², Startpoint Class=primary input, Core Region=approximately 6000 µm², Via Count=1,843, RSZ-0062 raised after global routing=true, biggest fanout along the worst timing path=2, Largest stage delay, worst path=between 500 and 600 ps, fin cells=approximately 360, post-synthesis cell count=238, yosys stat cell total=around 240, Netlist cell types=53, MaxCap Viol Count=0, Final GP Congestion=around 0.93, CP bufs+invs=2, post-layout min period=just under 6000 ps, most frequent cells in the layout=49 x buf_4, 40 x ha_1, 23 x nor2_1, global-route congestion overflow total=0, final setup violating endpoints=1, Iter 0 DRT Violations=around 60, Setup crit end kind=output pin, initial antenna violation count=0, antenna viol nets, final=0, Critical Path AT=between 4000 and 5000 ps, drt first pass iters=4, die span in x=slightly above 80 µm, fillers=approximately 600, seq_cells=0, ant diodes=0, largest net degree at the start of global routing=18, Area contributors post-synth=ha_1 31%, fa_1 11%, nor2_1 5.3%, tool warnings=47
==> path summary, 6_finish.rpt <==
check / startpoint / cells past startpoint / slack [ps] / endpoint
max: rs2[2] / 14 / -730 / zero_flag
min: rs1[2] / 7 / 2730 / zero_flag
==> report_power, final <==
group	internal [mW]	leakage [nW]	total, mW	switching [mW]
clock network	0	0	0	0
registers	0	0	0	0
logic	0.150	1.18	0.291	0.141
total	0.150	1.18	0.291	0.141
==> cell families after synthesis <==
| kind of cell | after synthesis | share of synthesized area [%] |
|---|---|---|
| simple gates | 79 | 23.3 |
| compound gates | 52 | 20.4 |
| buf+inv | 39 | 8.47 |
| fa+ha+maj | 56 | 42.0 |
| mux | 2 | 1.08 |
| xor+xnor | 10 | 4.74 |
==> synth_stat cells (3+ instances only) <==
library cell,number
ha_1,46
nor2_1,26
clkbuf_1,18
inv_1,14
nand2_1,11
nor3_1,11
fa_1,10
a21oi_1,8
o21ai_0,8
xnor2_1,7
nor2b_1,5
a21o_1,4
inv_2,4
a211oi_1,3
a221o_1,3
a311oi_1,3
and2_1,3
nand2b_1,3
nor4_1,3
o211ai_1,3
o21ai_1,3
xor2_1,3
==> per-layer routing <==
metal / track usage, % / share of wire (%) / vias up
met5: 0 / 0 / -
met4: 0 / 0 / 0
met3: 1.96 / 6.8 / 0
met1: 24.7 / 49 / 842
li1: - / - / 946
met2: 25.8 / 45 / 55
==> what timing repair did <==
action | CTS | global route
buffers inserted | 1 | 0
pin swaps | 13 | 12
resized | 45 | 4
endpoints found under the setup margin | 1 | 1
hold buffers | 0 | 0
gates cloned | 0 | 0
==> tightest hold or removal path, stage by stage <==
cell and delay [ps]:
buf_8 80, ha_4 120, or4_1 130, nor3_1 50
o21ai_0 90, a211oi_2 70, buf_2 100
==> through the flow <==
step	TNS [ps]	hold slack, ps
2_1_floorplan	-549	2290
3_3_place_gp	-1520	3340
3_5_place_dp	-1520	3350
4_1_cts	-919	2720
5_1_grt	-855	2790
6_report	-735	2730
==> cell type report <==
type                            instances  share of cell area (%)
Multi-Input combinational cell        199                    72.2
Timing Repair Buffer                   66                    21.3
Tap cell                               75                    3.80
Inverter                               18                    2.73
Power figures rest on the tool's default switching activity, not on a simulated workload.
